[/design/flow/design.v]
module BP(
  clk,
  rst_n,
  in_valid,
  guy,
  in0,
  in1,
  in2,
  in3,
  in4,
  in5,
  in6,
  in7,
  out_valid,
  out
);
parameter IDLE=2'd0,LOAD=2'd1,OUT=2'd2;
reg [1:0]ns ,cs ;
input             clk, rst_n;
input             in_valid;
input       [2:0] guy;
input       [1:0] in0, in1, in2, in3, in4, in5, in6, in7;
output reg        out_valid;
output reg  [1:0] out;
reg [3:0]prev_pos;
reg [5:0]counter;
reg [5:0]cnta,cnt,cntc;
reg [5:0]cycle_gap[0:31];
reg [3:0]idx_gap[0:31];
reg [1:0]type_wall[0:31];
integer i;
reg [5:0]cnt2,cnt1;
reg [3:0]abs;
always@(*)
begin
  if(idx_gap[cnt1][3]) 
  begin
    abs=~(idx_gap[cnt1])+4'd1;
  end
  else begin
    abs=idx_gap[cnt1];
  end
end
always@(posedge clk or negedge rst_n)
begin
  if(!rst_n)
  begin
    cs <= IDLE ;
  end
  else begin
    cs <= ns ;
  end
end
always@(*)
begin
  case(cs)
  IDLE:begin
    if(in_valid)
    begin
      ns = LOAD ;
    end
    else begin
      ns = IDLE ;
    end
  end
  LOAD:begin
    if(in_valid)
    begin
      ns = LOAD;
    end
    else begin
      ns = OUT ; 
    end
  end
  OUT:begin
    if(counter < 6'd63)
    begin
      ns = OUT ;
    end
    else begin
      ns = IDLE ;
    end
  end
  default:ns = IDLE ;
  endcase
end
always@(posedge clk or negedge rst_n)begin 
  if(!rst_n)
  begin
    cnt<=6'd0;
  end
  else if(ns == IDLE)
  begin
      cnt<= 6'd0 ;
  end
  else if(ns == LOAD)
  begin
    if(in7!=2'b0)
    begin
      cnt<=cnt+6'd1;
    end
  end
end
always@(posedge clk or negedge rst_n)
begin
  if(!rst_n)
  begin
    for(i=0;i<32;i=i+1)
    begin
      idx_gap[i]<=0;
    end
  end
  else if( ns == IDLE)
  begin
    for(i=0;i<32;i=i+1)
    begin
      idx_gap[i]<=0;
    end
  end
  else if(ns == LOAD)
  begin
    if(in7 != 2'b00) begin
      if( in0 != 2'b11)begin
        idx_gap[cnt]<= $signed($signed(4'd7)-prev_pos);
      end
      else if(in1 != 2'b11) begin
        idx_gap[cnt]<= $signed($signed(4'd6)-prev_pos);
      end
      else if(in2 != 2'b11) begin
        idx_gap[cnt]<= $signed($signed(4'd5)-prev_pos);
      end
      else if(in3 != 2'b11) begin
        idx_gap[cnt]<= $signed($signed(4'd4)-prev_pos);
      end
      else if(in4 != 2'b11) begin
        idx_gap[cnt]<= $signed($signed(4'd3)-prev_pos);
      end
      else if(in5 != 2'b11) begin
        idx_gap[cnt]<= $signed($signed(4'd2)-prev_pos);
      end
      else if(in6 != 2'b11) begin
        idx_gap[cnt]<= $signed($signed(4'd1)-prev_pos);
      end
      else if(in7 != 2'b11) begin
       idx_gap[cnt]<= $signed($signed(4'd0)-prev_pos);
      end
    end
  end
end
always@(posedge clk or negedge rst_n)
begin
  if(!rst_n)
  begin
    prev_pos<=0;
  end
  else if(cs == IDLE  && in_valid)
  begin
    prev_pos<=7-guy;
  end
  else if(ns == LOAD)
  begin
    if(in7 != 2'b00) begin
      if( in0 != 2'b11)begin
        prev_pos<= $signed(4'd7);
      end
      else if(in1 != 2'b11) begin
        prev_pos<=$signed(4'd6);
      end
      else if(in2 != 2'b11) begin
        prev_pos<=$signed(4'd5);
      end
      else if(in3 != 2'b11) begin
        prev_pos<=$signed(4'd4);
      end
      else if(in4 != 2'b11) begin
        prev_pos<=$signed(4'd3);
      end
      else if(in5 != 2'b11) begin
        prev_pos<=$signed(4'd2);
      end
      else if(in6 != 2'b11) begin
        prev_pos<=$signed(4'd1);
      end
      else if(in7 != 2'b11) begin
        prev_pos<=$signed(4'd0);
      end
    end
  end
end
always@(posedge clk or negedge rst_n)begin
  if(!rst_n)
  begin
    for(i=0;i<32;i=i+1)
    begin
      type_wall[i]<=2'b00;
    end
  end
  else if (ns == IDLE )
  begin
    for(i=0;i<32;i=i+1)
    begin
      type_wall[i]<=2'b00;
    end
  end
  else if(ns == LOAD)
  begin
   if(in0 == 2'b01 || in1 == 2'b01 || in2 == 2'b01 ||in3 == 2'b01 || in4 == 2'b01 || in5 == 2'b01 ||in6 == 2'b01 || in7 == 2'b01 ) 
    begin
        type_wall[cnt]<=2'b01;
    end
    else if(in0 == 2'b10 || in1 == 2'b10 || in2 == 2'b10 ||in3 == 2'b10 || in4 == 2'b10 || in5 == 2'b10 ||in6 == 2'b10 || in7 == 2'b10) 
    begin
        type_wall[cnt]<=2'b10;
    end
  end
end
always@(posedge clk or negedge rst_n)
begin
  if(!rst_n) begin
    counter <= 6'd0;
  end
  else if( ns == IDLE )
  begin
    counter <=  6'd0;
  end
  else if( cs == OUT )
  begin
    counter <= counter + 6'd1;
  end
end
always@(posedge clk or negedge rst_n)
begin
  if(!rst_n) begin
    out_valid <= 1'b0;
  end
  else if( ns == IDLE) begin
    out_valid <= 1'b0;
  end
  else if( cs == OUT )
  begin
    out_valid<=1'b1;
  end
end
always@(posedge clk or negedge rst_n)
begin
  if(!rst_n)
  begin
    for(i=0;i<32;i=i+1)
    begin
      cycle_gap[i]<=0;
    end
  end
  else if(ns == IDLE)
  begin
    for(i=0;i<32;i=i+1)
    begin
      cycle_gap[i]<=0;
    end
  end
  else if( ns == LOAD)
  begin
    if(in7!=2'b00)
    begin
      cycle_gap[cnt]<=cntc-cnta;
    end
  end
end
always@(posedge clk or negedge rst_n)begin
  if(!rst_n)
  begin
    cntc<=6'd0;
  end
  else if(ns == IDLE)
  begin
      cntc<= 6'd0 ;
  end
  else if(ns == LOAD)
  begin
      cntc<=cntc+6'd1;
  end
end
always@(posedge clk or negedge rst_n)begin
  if(!rst_n)
  begin
    cnta <= 6'd0;
  end
  else if(ns ==IDLE)
  begin
    cnta<=6'd0;
  end
  else if( ns == LOAD)  
  begin
   if({in7}!=2'b0)
    begin
        cnta <= cntc;
    end
  end
end
always@(posedge clk or negedge rst_n)
begin
  if(!rst_n)
  begin
    cnt1<=6'd0;
    cnt2<=6'd0;
  end
  else if(ns == IDLE)
  begin
    cnt1<=6'd0;
    cnt2<=6'd0;
  end
  else if(cs == OUT)
  begin
    if(cycle_gap[cnt1]-1==cnt2)
    begin
      cnt1<=cnt1+6'd1;
      cnt2<=6'd0;
    end
    else begin
      cnt2<=cnt2+6'd1;
    end
  end
end
always@(posedge clk or negedge rst_n)
begin
  if(!rst_n) begin
    out <= 2'b0;
  end
  else if(ns == IDLE)
  begin
    out<=2'b0;
  end
  else if(cs == OUT)
  begin
    if(abs >  cnt2 )
    begin
     if(!idx_gap[cnt1][3])
      begin
        out<=2'b10;
      end
      else if(idx_gap[cnt1][3])
      begin
        out<=2'b01;
      end
    end
    else if(abs < cnt2 || abs == cnt2)
    begin
      if(cycle_gap[cnt1]-6'd1>cnt2  )
      begin
        out<=2'b00;
      end
      else if(cycle_gap[cnt1]-6'd1==cnt2)
      begin
        if(type_wall[cnt1]==2'b01)
        begin
          out<=2'b11;
        end
        else if(type_wall[cnt1]==2'b10)
        begin
          out<=2'b00;
        end
        else begin
          out<=2'b00;
        end
      end
    end
  end
end
endmodule
[/design/flow/run.sh]
#!/bin/bash
# OpenROAD 26Q1-2900-gdf79404cd8, Yosys 0.63+post, stock flow scripts
make -C /OpenROAD-flow-scripts/flow DESIGN_CONFIG=/design/flow/config.mk WORK_HOME=/design/flow/orfs finish
[/design/flow/config.mk]
export PLATFORM = sky130hd
export DESIGN_NAME = BP
export DESIGN_NICKNAME = BP
export VERILOG_FILES = /design/flow/design.v
export SDC_FILE = /design/flow/constraint.sdc
export NUM_CORES = 4
export LEC_CHECK = 1
export CORE_UTILIZATION = 40
[/design/flow/constraint.sdc]
current_design BP

set clk_period 9.0
set clk_io_pct 0.2

create_clock -name clk0 -period $clk_period [get_ports {clk}]

set non_clock_inputs [all_inputs -no_clocks]
set_input_delay [expr $clk_period * $clk_io_pct] -clock clk0 $non_clock_inputs
set_output_delay [expr $clk_period * $clk_io_pct] -clock clk0 [all_outputs]
==> results.yml <==
# generated from flow reports
synthesis:
  ys_types: 88
  synth-seq-cells: 427
  largest_area_cell: "dfrtp_1"
  synth_stat.cells: 1990
  synth_seq_share_pct: 51.20
  ff_type: "dfrtp_1"
  syn_avg_cell_area_sq_um: 10.49
  synth-edff-count: 0
  synth_cells: 1990
  synth.top_cells.by_count: "dfrtp_1 (426), nand2_1 (282), o21ai_0 (253)"
  synth-async-reset-ratio_pct: 100.0
  synth.top_cells.by_area: "dfrtp_1 (51%), mux2_2 (10%), o21ai_0 (6.1%)"
  netlist_area_sq_um: 20870
  ys_chip_area_sq_um: 20870
  yosys_warnings: 4
  top_area_share_pct: 51.08
  top_cell: "dfrtp_1"
worst_setup_path:
  path_cells: "buf_4 -> inv_1 -> nor3_1 -> ha_1 -> nor4_4 -> o311ai_4 -> nand4_1 -> o32ai_1 -> ha_1 -> nand2_1 -> o21ai_0 -> ha_1 -> nor2b_1 -> o21a_1 -> o21a_1 -> o2111a_1 -> a211oi_1 -> o31a_1 -> o21ai_0 -> o22ai_1"
  cp_slowest_stage_delay_ns: 0.67
  worstSetupPathType: "register to register"
  cp-start-kind: "register"
  endpoint_kind: "register"
  critPathMaxFanout: 54
  cp.required_ns: 9.51
  worstPathArrival_ns: 6.28
  r2r_setup_slack_ns: 3.23
  crit_slowest_cell: "ha_1"
  cp_common_cell: "ha_1"
power:
  p_int_uw: 3568
  sw_frac_of_total_pct: 27.80
  powerDensity_nw_per_um2: 210.0
  p_leak_uw: 0.01029
  clockPowerShare_pct: 40.1
  combPwrFrac_pct: 14.5
  vdd_drop_max_uv: 149.6
  pwr-share-seq_pct: 45.4
  p_sw_uw: 1374
  power_uw: 4942
die:
  fp_util_pct: 40.60
  fp.dieW_microns: 230.4
  die_y_microns: 230.4
  io_pins: 25
  chip_area_sq_um: 53100
  rows: 83
  core_area_sq_um: 51410
cells_and_area:
  area_growth_pct: 12.73
  drive_gt1_share_pct: 18.41
route:
  wl_per_cell_microns: 25.43
  top_layer: "met5"
  drc_errors: 0
  wl_met3_mm: 7.117
  drtAntennaViolNets: 0
  vias: 16130
  wl_met1_mm: 29.33
  drt-initial-drc-count: 1437
  via_per_inst: 5.971
  met2_length_mm: 29.98
  dr.pass1.iters: 7
  wirelength_mm: 68.70
run:
  warning_count: 44
  cap_violations: 0
global_routing:
  grt_pass1_wl_mm: 104.3
  track_usage_pct: 27.45
  grt_overflow: 0
  antenna_found_initial: 2
  grt_max_degree: 128
  grt_pass1_vias: 15760
clock_tree:
  path_clk_slew_ns: 0.06
  clock-sinks: 427
  post_cts_resized: 0
  cts_htree_levels: 2
  cts_made_buffers: 47
  cts-hold-fix-buffers: 0
  clock_latency_ns: 0.61
  clock_path_buffers: 3
  cts_tree: "done"
  ctsRootBufferMaster: "clkbuf_16"
  cts_setup_buffers: 0
timing:
  relSlewSlack_pct: 37.12
  tns_ns: 0
  fin_crit_sh_pct: 64.15
  skew_ns: 0.02416
  fmax_mhz: 173.2
  tightest_slew_ns: 0.9410
  maxSlewViolCount: 0
  finalHoldViolCount: 0
  fin_crit_ns: 5.773
  setup_viol: 0
  rsz0062_at_grt: "false"
worst_hold_path:
  worstHoldPathType: "register to register"
place:
  hpwlAfterDp_mm: 46.81
  gp_congestion: 0.9537
  io_buffers: 24
status:
  status: "completed"
==> worst paths after layout <==
kind,start,endpoint,cells after the start
worst max-delay path,cnt1[2]$_DFFE_PN0P_,out[1]$_DFFE_PN0P_,20
worst min-delay path,cycle_gap[13][4]$_DFFE_PN0P_,cycle_gap[13][4]$_DFFE_PN0P_,2
worst max register to register,cnt1[2]$_DFFE_PN0P_,out[1]$_DFFE_PN0P_,20
worst min register to register,cycle_gap[13][4]$_DFFE_PN0P_,cycle_gap[13][4]$_DFFE_PN0P_,2
max in group asynchronous,rst_n,cnt1[4]$_DFFE_PN0P_,3
min in group asynchronous,rst_n,idx_gap[11][0]$_DFFE_PN0P_,1
==> stage by stage <==
step / utilization, % / instances / hold slack [ns] / cell area [sq um] / setup slack, ns
2_1_floorplan: - / 1990 / 0.4367 / 20870 / 4.784
3_3_place_gp: 42.67 / 2617 / 0.4565 / 21940 / 3.440
3_5_place_dp: 42.67 / 2617 / 0.4655 / 21940 / 3.290
4_1_cts: 45.77 / 2701 / 0.4806 / 23530 / 3.300
5_1_grt: 45.77 / 2701 / 0.4996 / 23530 / 2.785
6_report: 45.77 / 2702 / 0.4762 / 23530 / 3.227
==> cells by family (layout without fill, tap and decap cells) <==
| family | count (synthesis) | count (layout) | synth area share, % |
|---|---|---|---|
| other cells | 0 | 1 | 0 |
| compound gates | 556 | 556 | 17.70 |
| flops | 427 | 427 | 51.20 |
| fa+ha+maj | 40 | 40 | 2.434 |
| xor+xnor | 18 | 18 | 0.7553 |
| buf+inv | 195 | 226 | 4.011 |
| mux | 209 | 209 | 11.22 |
| simple gates | 545 | 545 | 12.67 |
==> routing by layer <==
metal | up-vias | global-route usage, %
met2 | 648 | 39.38
met1 | 8101 | 40.74
met4 | 2 | 6.954
met3 | 140 | 10.09
met5 | - | 0
li1 | 7243 | -
==> cell type report <==
class	instances	area [sq um]
Antenna cell	1	2.502
Clock buffer	71	1408
Clock inverter	13	182.7
Fill cell	4651	27880
Inverter	45	168.9
Multi-Input combinational cell	1368	9408
Sequential cell	427	10690
Tap cell	680	850.8
Timing Repair Buffer	97	818.3
==> cell usage in the layout (no fill, tap or decap), types with 24 or more instances in the layout <==
cell type    n
a21oi_1     34
a22o_1      53
a22oi_1     72
buf_4       71
clkbuf_16   48
dfrtp_1    423
ha_1        39
inv_1       44
mux2_2     185
nand2_1    282
nand3_1     28
nand4_1     24
nor2_1      88
o21ai_0    251
==> flip-flops by register name (all words and copies together) (netlist names), 6 cells and up <==
register and count:
cnt2 6, cnta 6, cntc 6, counter 6, cycle_gap 192, idx_gap 128
type_wall 64
==> critical path: cells and delay by family, from the launching register on <==
kind / cells / cell delay, ns
adders and majority gates: 3 / 1.30
AOI/OAI and AO/OA: 10 / 2.12
buffers and inverters: 2 / 0.88
DFF: 1 / 0.61
and+or+nand+nor: 5 / 0.76
==> power groups by stage <==
stage                 clock network (uW)  logic, uW  registers, uW
after CTS                           2020        717           2240
after global routing                2090        778           2270
final                               1980        719           2240
Power is estimated from default activity; no workload was simulated.
